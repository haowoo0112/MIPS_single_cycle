==> design.v <==
module EX_MEM_reg(clk, 
				reset, 
				PCNext_in, 
				ReadData2_in,
				state_of_type_in,
				data_mem_en_in,
				ALU_result_in,
				wb_data_sel_in,
				PC_sel_in,
				wb_addr_sel_in,
				wb_write_en_in,
				wb_addr1_in,
				wb_addr2_in,
				PCNext_out, 
				ReadData2_out,
				state_of_type_out,
				data_mem_en_out,
				ALU_result_out,
				wb_data_sel_out,
				PC_sel_out,
				wb_addr_sel_out,
				wb_write_en_out,
				wb_addr1_out,
				wb_addr2_out
				);
	input clk;
	input reset;
	input [31:0] PCNext_in;
	input [31:0] ReadData2_in;
	input [1:0] state_of_type_in;
	input data_mem_en_in;
	input [31:0] ALU_result_in;
	input wb_data_sel_in;
	input PC_sel_in;
	input wb_addr_sel_in;
	input wb_write_en_in;
	input [4:0] wb_addr1_in;
	input [4:0] wb_addr2_in;
	output [31:0] PCNext_out;
	output [31:0] ReadData2_out;
	output [1:0] state_of_type_out;
	output data_mem_en_out;
	output [31:0] ALU_result_out;
	output wb_data_sel_out;
	output PC_sel_out;
	output wb_addr_sel_out;
	output wb_write_en_out;
	output [4:0] wb_addr1_out;
	output [4:0] wb_addr2_out;
	reg [31:0] PCNext_out;
	reg [31:0] ReadData2_out;
	reg [1:0] state_of_type_out;
	reg data_mem_en_out;
	reg [31:0] ALU_result_out;
	reg wb_data_sel_out;
	reg PC_sel_out;
	reg wb_addr_sel_out;
	reg wb_write_en_out;
	reg [4:0] wb_addr1_out;
	reg [4:0] wb_addr2_out;
	always @(posedge clk or negedge reset)
    begin
    	if (~reset)begin
    		PCNext_out <= 32'd0;
    		ReadData2_out <= 32'd0;
    		state_of_type_out <= 2'd0;
    		data_mem_en_out <= 1'd0;
    		ALU_result_out <= 32'd0;
    		wb_data_sel_out <= 1'b0;
    		PC_sel_out <= 1'b0;
    		wb_addr_sel_out <= 1'b0;
    		wb_write_en_out <= 1'b0;
    		wb_addr1_out <= 5'd0;
    		wb_addr2_out <= 5'd0;
    	end
    	else begin
    		PCNext_out <= PCNext_in;
    		ReadData2_out <= ReadData2_in;
    		state_of_type_out <= state_of_type_in;
    		data_mem_en_out <= data_mem_en_in;
    		ALU_result_out <= ALU_result_in;
    		wb_data_sel_out <= wb_data_sel_in;
    		PC_sel_out <= PC_sel_in;
    		wb_addr_sel_out <= wb_addr_sel_in;
    		wb_write_en_out <= wb_write_en_in;
    		wb_addr1_out <= wb_addr1_in;
    		wb_addr2_out <= wb_addr2_in;
    	end
    end
endmodule 
==> run.sh <==
#!/bin/bash
# OpenROAD 26Q1-2900-gdf79404cd8, Yosys 0.63+post, stock flow scripts
make -C /OpenROAD-flow-scripts/flow DESIGN_CONFIG=/design/flow/config.mk WORK_HOME=/design/flow/orfs finish
==> config.mk <==
export PLATFORM = sky130hd
export DESIGN_NAME = EX_MEM_reg
export DESIGN_NICKNAME = EX_MEM_reg
export VERILOG_FILES = /design/flow/design.v
export SDC_FILE = /design/flow/constraint.sdc
export NUM_CORES = 4
export LEC_CHECK = 1
export CORE_AREA = 10 10 156 156
export DIE_AREA = 0 0 166 166
==> constraint.sdc <==
current_design EX_MEM_reg

set clk_period 1.0
set clk_io_pct 0.2

create_clock -name clk0 -period $clk_period [get_ports {clk}]

set non_clock_inputs [all_inputs -no_clocks]
set_input_delay [expr $clk_period * $clk_io_pct] -clock clk0 $non_clock_inputs
set_output_delay [expr $clk_period * $clk_io_pct] -clock clk0 [all_outputs]
==> run_results.csv <==
group,metric,value,unit
global_routing,grt_pass1_wl,14.1,mm
final_timing,setup_slack,-0.0926,ns
final_timing,tightest_slew,0.257,ns
global_routing,grt_usage,6.52,%
critical_path,critical_path_required,0.80,ns
pwr,power_density,2080,nW/um^2
cts,cts_buffers,17,
routing,drt_wl_total,8.85,mm
routing,ant_nets,0,
routing,antenna_cells,0,
final_timing,rsz0062_at_grt,"yes",
place,preCtsSetupSlack,-0.0572,ns
final_timing,hold_slack,-0.352,ns
layout,fin_area,5510,um^2
pwr,vdd_drop_max,0.000988,V
global_routing,globalRouteOverflowTotal,0,
logic_synthesis,syn_inst,113,
job,log.warning_count,29,
critical_path,path_cells,"buf_2",
final_timing,period_needed,1.09,ns
critical_path,critPathBufInv,1,
layout,area_growth,94.8,%
floorplanning,io_pins,228,
place,gp_congestion,0.766,
pwr,p_leak,2.51,nW
floorplanning,fp_util,13.5,%
cts,clock_path_buffers,2,
cts,cts_tree,"done",
logic_synthesis,avgSynthCellArea,25.0,um^2
critical_path,crit_path_end_kind,"primary output",
floorplanning,die_area,27600,um^2
logic_synthesis,yosys_register_bits,113,
logic_synthesis,top_cell_area_share,100,%
logic_synthesis,yosys_warnings,1,
min_path,hp-class,"input pin to async pin",
layout,most-common-layout-cells,"dfrtp_1 (113), clkdlybuf4s50_1 (113), buf_2 (112), clkbuf_16 (17)",
global_routing,grt_start_max_net_pins,50,
routing,drt_first_pass_iters,2,
routing,wl_per_cell,13.6,um
floorplanning,num_rows,53,
layout,num-multi-input-gates,0,
place,portBuffers,227,
routing,drc_errors,0,
routing,num_vias,1896,
final_timing,max_freq,0.915,GHz
critical_path,crit_fanout,1,
critical_path,crit_type,"flop to primary output",
critical_path,crit_family,"flip-flops",
layout,drive_gt1_share,39.5,%
critical_path,crit_arrival,0.89,ns
job,max-cap-violations,0,
routing,avgViaCountPerCell,2.92,
place,placed_cell_area,5490,um^2
final_timing,min_period_over_period,109,%
logic_synthesis,synth_seq_share,100,%
critical_path,max_stage_delay,0.36,ns
final_timing,hold_viol_final,113,
cts,root_buffer,"clkbuf_16",
final_timing,slew-limit-headroom,82.9,%
layout,combGateArea,0,um^2
floorplanning,die_h,166,um
logic_synthesis,ys_types,1,
status,status,"complete, but fails checks",
routing,drt_iter0_drc,35,
global_routing,grt_pass1_vias,2279,
logic_synthesis,netlist_area,2830,um^2
logic_synthesis,yosysCellCount,113,
logic_synthesis,yosys_area,2830,um^2
place,dpl.hpwl,7.07,mm
status,violations,"negative hold slack, negative setup slack",
cts,h-tree-depth,4,
floorplanning,die_x,166,um
critical_path,cpMaxStageDelayCell,"dfrtp_1",
final_timing,final-setup-viol-count,113,
critical_path,cp-start-kind,"flop",
floorplanning,core-area,21000,um^2
cts,clock_sinks,113,
global_routing,antenna_found_initial,0,
logic_synthesis,largest_area_cell,"dfrtp_1",
final_timing,finalMaxSlewViolations,0,
logic_synthesis,synthTopCellsByArea,"dfrtp_1 (100%)",
cts,clk_pin_slew,0.06,ns
critical_path,worstSetupPathDepth,1,
path summary, 6_finish.rpt:
path | from | end | slack, ns
worst max-delay path | ReadData2_out[22] | ReadData2_out[22] | -0.09
worst min-delay path | reset | PCNext_out[23] | -0.35
max in group asynchronous | reset | PCNext_out[25] | 0.83
min in group clk0 | PCNext_in[29] | PCNext_out[29] | 0.23
cell families (layout without fill, tap and decap cells):
logic type,count (synthesis),in the layout,synth area share (%)
buffers and inverters,0,262,0
flip-flops,113,113,100
per-layer routing:
| layer | share of wire (%) | up-vias | track usage (%) |
|---|---|---|---|
| li1 | - | 854 | - |
| met1 | 38 | 924 | 7.57 |
| met2 | 51 | 111 | 10.8 |
| met3 | 9.4 | 7 | 3.38 |
| met4 | 1.2 | 0 | 0.924 |
| met5 | 0 | - | 0 |
stage by stage:
step	hold WS, ns	power, W	cells	util (%)	TNS (ns)
after global placement	0.0773	0.00594	618	26.1	-0.139
final	-0.352	0.0115	650	26.2	-7.07
after CTS	-0.378	0.0118	650	26.2	-11.36
after detailed placement	0.0775	0.00595	618	26.1	-0.156
after floorplan	-0.0956	0.00488	113	-	0
after global routing	-0.372	0.0121	650	26.2	-13.57
power breakdown:
group          internal, W  switching [W]  total, W
combinational     0.000550       0.000195  0.000744
clock              0.00373        0.00215   0.00588
sequential         0.00480      0.0000484   0.00485
total              0.00908        0.00240    0.0115
cell usage after synthesis:
library cell and n:
dfrtp_1 113
flip-flops by register name (all words and copies together) (netlist names), 2 cells and up:
signal / cells
ALU_result_out: 32
PCNext_out: 32
ReadData2_out: 32
wb_addr1_out: 5
wb_addr2_out: 5
state_of_type_out: 2
timing repair:
item	CTS	global route
setup endpoints to repair	113	113
resized	355	0
gates cloned	0	0
endpoints found under the hold margin	113	113
pin swaps	0	0
setup buffers	0	0
area by class of cell:
cell class | count | area (um^2)
tap | 275 | 344
sequential | 113 | 2830
fill | 2141 | 15500
clock buffer | 19 | 443
clock inverter | 13 | 136
timing repair buffer | 230 | 1760
Power and IR drop assume default switching activity.
