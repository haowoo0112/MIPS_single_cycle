==> flow/design.v <==
module Write_back(
					ALU_result_in,
					mem_data_in,
					wb_data_sel_in,
					wb_addr1_in,
					wb_addr2_in,
					wb_addr_sel_in,
					wb_addr,
					wb_data
					);
	input [31:0] ALU_result_in;
	input [31:0] mem_data_in;
	input wb_data_sel_in;
	input [4:0] wb_addr1_in;
	input [4:0] wb_addr2_in;
	input wb_addr_sel_in;
	output [31:0] wb_data;
	output [4:0] wb_addr;
	mux_2to1_32bit wb_data_src(.out(wb_data), .inA(ALU_result_in), .inB(mem_data_in), .sel(wb_data_sel_in));
	mux_2to1_5bit wb_addr_src(.out(wb_addr), .inA(wb_addr1_in), .inB(wb_addr2_in), .sel(wb_addr_sel_in));
endmodule
module mux_2to1_32bit(out, inA, inB, sel);
    output  [31:0] out;
    input   [31:0] inA;
    input   [31:0] inB;
    input          sel;
	reg [31:0]out;
	always@(inA,inB,sel)
	begin
		out <= (sel == 0)? inA : inB;
	end
endmodule
module mux_2to1_5bit(out, inA, inB, sel);
    output  [4:0] out;
    input   [4:0] inA;
    input   [4:0] inB;
    input          sel;
	reg [4:0]out;
	always@(inA,inB,sel)
	begin
		out <= (sel == 0)? inA : inB;
	end
endmodule
==> flow/run.sh <==
#!/bin/bash
# OpenROAD 26Q1-2900-gdf79404cd8, Yosys 0.63+post, stock flow scripts
make -C /OpenROAD-flow-scripts/flow DESIGN_CONFIG=/design/flow/config.mk WORK_HOME=/design/flow/orfs finish
==> flow/config.mk <==
export PLATFORM = sky130hd
export DESIGN_NAME = Write_back
export DESIGN_NICKNAME = Write_back
export VERILOG_FILES = /design/flow/design.v
export SDC_FILE = /design/flow/constraint.sdc
export NUM_CORES = 4
export LEC_CHECK = 1
export CORE_AREA = 10 10 75 75
export DIE_AREA = 0 0 85 85
==> flow/constraint.sdc <==
current_design Write_back

set clk_period 1.0
set clk_io_pct 0.2

create_clock -name clk0 -period $clk_period

set non_clock_inputs [all_inputs -no_clocks]
set_input_delay [expr $clk_period * $clk_io_pct] -clock clk0 $non_clock_inputs
set_output_delay [expr $clk_period * $clk_io_pct] -clock clk0 [all_outputs]
==> flow_metrics.tcl <==
# flow metrics
set metrics [dict create \
    place_area_um2 1760 \
    setup_slack_ns -0.187 \
    yosys_area_um2 601 \
    drc_errors 0 \
    crit_chain "buf_12 -> bufbuf_16 -> mux2_4 -> buf_2" \
    yosys_warnings 2 \
    power_per_cell_area_nw_per_um2 401 \
    grt_pass1_vias 845 \
    vdd_drop_max_mv 0.154 \
    syn_avg_cell_area_um2 14.6 \
    hold_ws_ns 0.700 \
    port_buffers 113 \
    core_area_um2 4060 \
    dieWidth_um 85 \
    fp.dieH_um 85 \
    totalPowerFinal_w 0.000727 \
    route.detailed.wl_per_inst_um 17.8 \
    first_pass_iters 2 \
    relSlewSlack_pct 93.5 \
    warning_count 34 \
    rsz0062_at_grt "yes" \
    max_stage_delay_ns 0.28 \
    ys_seq_share_pct 0 \
    worstMarginPinSlew_ns 0.0971 \
    stdcell_area_um2 1810 \
    max_freq_mhz 842 \
    yosys_cells 41 \
    placementRows 23 \
    min_period_over_period_pct 119 \
    initialDrtViolationCount 4 \
    critical_path.slowest_cell "mux2_4" \
    min_period_ns 1.19 \
    n_antenna_cell 0 \
    setup_violations 32 \
    hpwl_um 3210 \
    p_leak_nw 0.991 \
    start_kind "input port" \
    ff_count 0 \
    seqCellArea_um2 0 \
    status "complete, but fails checks" \
    ios 113 \
    fp_util_pct 14.8 \
    hold_class "input port to output pin" \
    synthCells 41 \
    violations "negative setup slack" \
    dr_total_vias 793 \
    endpoint_kind "output pin" \
    detail-route-antenna-nets 0 \
    viasPerCell 3.85 \
    grt_max_degree 11 \
    grt_usage_pct 8.93 \
    grt_first_pass_wirelength_um 5290 \
    final_max_slew_viol_count 0 \
    maxCapViolCount 0 \
    wirelength_um 3670 \
    grt_overflow 0 \
    chipArea_um2 7230 \
    clock_buffers 0 \
    antenna_found_initial 0 \
    area_growth_pct 202 \
    drive_gt1_share_pct 52.6 \
    arrival_ns 0.99 \
    synth.distinct_cells 4 \
    gp_congestion 0.808 \
    crit_fanout 5 \
    finalHoldViolations 0 \
    crit_type "input port to output pin" \
    worst_ep_required_time_ns 0.80 \
    syn_area_um2 601 \
]
## worst paths after layout
check                          from           to  slack, ns  cells past startpoint
setup / recovery     wb_data_sel_in   wb_data[4]      -0.19                      4
hold / removal    ALU_result_in[19]  wb_data[19]       0.70                      3
## metrics by stage
stage | instances | utilization, % | worst slack, ns | setup TNS (ns)
6_report | 206 | 44.7 | -0.187 | -3.95
3_3_place_gp | 202 | 43.3 | -0.728 | -19.22
4_1_cts | 206 | 42.2 | -0.195 | -4.09
2_1_floorplan | 41 | - | 0.0669 | 0
3_5_place_dp | 202 | 43.3 | -0.755 | -19.45
5_1_grt | 206 | 44.7 | -0.207 | -4.48
## critical path: cells and delay by family
kind,cells,cell delay [ns]
buffers and inverters,3,0.51
muxes,1,0.28
## placed cells by master, fill, tap and decap left out
cell,Yosys,routed
clkdlybuf4s15_1,0,8
bufbuf_16,0,1
buf_4,0,1
buf_6,1,21
buf_2,0,16
clkdlybuf4s50_1,0,18
mux2_4,30,36
mux2_2,7,1
dlymetal6s2s_1,0,7
buf_16,0,2
dlygate4sd2_1,0,41
buf_12,3,4
## per-layer routing
metal / vias up / GRT usage (%) / part of all wire, %
li1: 390 / - / -
met1: 347 / 11.0 / 40
met2: 56 / 15.3 / 49
met3: 0 / 3.37 / 11
met4: 0 / 0 / 0
met5: - / 0 / 0
## kinds of logic after synthesis
logic type / after synthesis / synth area share, %
buf+inv: 4 / 11.9
mux: 37 / 88.1
## final cells by class
type / instances / area, um^2
fillers: 389 / 2240
repair buffers: 119 / 1200
multi-input cells: 37 / 552
well taps: 50 / 62.6
## synth_stat cells
cell | instances | area share [%]
mux2_4 | 30 | 75
buf_12 | 3 | 10
mux2_2 | 7 | 13
buf_6 | 1 | 1.9
## repair_timing
item / in CTS / in global routing
endpoints found under the setup margin: 37 / 36
cloned: 3 / 0
gates resized: 188 / 26
hold buffers: 0 / 0
setup buffers: 1 / 0
## report_power, final
group	switching, W	total, W	internal, W
Combinational	0.000161	0.000727	0.000566
Sequential	0	0	0
Clock	0	0	0
Total	0.000161	0.000727	0.000566
