`flow/design.v`:
```
module ID_EX_reg(
	clk,
	reset,
	PCNext_in,
	ReadData1_in,
	ReadData2_in,
	state_of_type_in,
	ALU_control_in,
	data_mem_en_in,
	im_in,
	ReadData1_sel_in,
	ReadData2_sel_in,
	wb_data_sel_in,
	PC_sel_in,
	wb_addr_sel_in,
	wb_write_en_in,
	wb_addr1_in,
	wb_addr2_in,
	PCNext_out,
	ReadData1_out,
	ReadData2_out,
	state_of_type_out,
	ALU_control_out,
	data_mem_en_out,
	im_out,
	ReadData1_sel_out,
	ReadData2_sel_out,
	wb_data_sel_out,
	PC_sel_out,
	wb_addr_sel_out,
	wb_write_en_out,
	wb_addr1_out,
	wb_addr2_out
	);
	input clk, reset;
	input [31:0] PCNext_in;
	input [31:0] ReadData1_in, ReadData2_in, im_in;
	input [1:0] state_of_type_in;
	input [3:0] ALU_control_in;
	input data_mem_en_in;
	input ReadData1_sel_in;
	input ReadData2_sel_in;
	input wb_data_sel_in;
	input PC_sel_in;
	input wb_addr_sel_in;
	input wb_write_en_in;
	input [4:0] wb_addr1_in;
	input [4:0] wb_addr2_in;
	output [31:0] PCNext_out;
	output [31:0] ReadData1_out, ReadData2_out, im_out;
	output [1:0] state_of_type_out;
	output [3:0] ALU_control_out;
	output data_mem_en_out;
	output ReadData1_sel_out;
	output ReadData2_sel_out;
	output wb_data_sel_out;
	output PC_sel_out;
	output wb_addr_sel_out;
	output wb_write_en_out;
	output [4:0] wb_addr1_out;
	output [4:0] wb_addr2_out;
	reg [31:0] PCNext_out;
	reg [31:0] ReadData1_out, ReadData2_out, im_out;
	reg [1:0] state_of_type_out;
	reg [3:0] ALU_control_out;
	reg data_mem_en_out;
	reg ReadData1_sel_out;
	reg ReadData2_sel_out;
	reg wb_data_sel_out;
	reg PC_sel_out;
	reg wb_addr_sel_out;
	reg wb_write_en_out;
	reg [4:0] wb_addr1_out;
	reg [4:0] wb_addr2_out;
	always @(posedge clk or negedge reset)
    begin
    	if (~reset)begin
    		PCNext_out <= 32'd0;
			ReadData1_out <= 32'd0;
			ReadData2_out <= 32'd0;
			im_out <= 32'd0;
			state_of_type_out <= 2'd0;
			ALU_control_out <= 4'd0;
			data_mem_en_out <= 1'd0;
			ReadData1_sel_out <= 1'b0;
			ReadData2_sel_out <= 1'b0;
			wb_data_sel_out <= 1'b0;
			PC_sel_out <= 1'b0;
			wb_addr_sel_out <= 1'b0;
			wb_write_en_out <= 1'b0;
			wb_addr1_out <= 5'd0;
			wb_addr2_out <= 5'd0;
    	end
    	else begin
			PCNext_out <= PCNext_in;
			ReadData1_out <= ReadData1_in;
			ReadData2_out <= ReadData2_in;
			im_out <= im_in;
			state_of_type_out <= state_of_type_in;
			ALU_control_out <= ALU_control_in;
			data_mem_en_out <= data_mem_en_in;
    		ReadData1_sel_out <= ReadData1_sel_in;
			ReadData2_sel_out <= ReadData2_sel_in;
    		wb_data_sel_out <= wb_data_sel_in;
			PC_sel_out <= PC_sel_in;
			wb_addr_sel_out <= wb_addr_sel_in;
			wb_write_en_out <= wb_write_en_in;
			wb_addr1_out <= wb_addr1_in;
			wb_addr2_out <= wb_addr2_in;
    	end
    end
endmodule
```
`flow/run.sh`:
```
#!/bin/bash
# OpenROAD 26Q1-2900-gdf79404cd8, Yosys 0.63+post, stock flow scripts
make -C /OpenROAD-flow-scripts/flow DESIGN_CONFIG=/design/flow/config.mk WORK_HOME=/design/flow/orfs finish
```
`flow/config.mk`:
```
export PLATFORM = sky130hd
export DESIGN_NAME = ID_EX_reg
export DESIGN_NICKNAME = ID_EX_reg
export VERILOG_FILES = /design/flow/design.v
export SDC_FILE = /design/flow/constraint.sdc
export NUM_CORES = 4
export LEC_CHECK = 1
export CORE_AREA = 10 10 161 161
export DIE_AREA = 0 0 171 171
```
`flow/constraint.sdc`:
```
current_design ID_EX_reg

set clk_period 1.0
set clk_io_pct 0.2

create_clock -name clk0 -period $clk_period [get_ports {clk}]

set non_clock_inputs [all_inputs -no_clocks]
set_input_delay [expr $clk_period * $clk_io_pct] -clock clk0 $non_clock_inputs
set_output_delay [expr $clk_period * $clk_io_pct] -clock clk0 [all_outputs]
```
==> run summary <==
routed len/inst: 17.03 µm
Clk Tree Root Cell: clkbuf_16
pin count of the biggest net entering global routing: 33
TritonCTS buffer count: 17
FP Util: 16.74%
Post-synth ARST share: 100.0%
Slew Viols, Final: 0
Overflow after GRT: 0
main area contributors: dfrtp_1 (100%)
layout cells sized above 1: 38.54%
slew at the pin with the worst max-slew slack: 0.3871 ns
die height: 171 µm
unrepaired setup endpoints after global routing: yes
Clock Path Buffers: 2
number of logic gates: 0
Commonest flop: dfrtp_1
logic area: 0 µm²
initial antenna violation count: 0
Post-route DRC: 0
overall routed net length: 13250 µm
num rows: 55
Sink Count: 151
hold slack final: -0.3019 ns
Crit Path Max Fanout: 1
outcome: finished, violations left
CP arrival: 0.93 ns
CTS tree: done
Power Total: 14090 µW
GRT Resource Usage Total: 8.822%
clock slew at reported path FFs: 0.06 ns
chip area: 0.02924 mm²
Critical Path Source Type: flop
critical path, cell by cell: buf_2
Yosys Chip Area: 0.003779 mm²
drt pass-1 iters: 3
first-pass GRT wire length: 19260 µm
gpl congestion: 0.7837
PD cells: 1980 mW/mm²
post-synthesis cell count: 151
Synth Cell Area: 0.003779 mm²
vias in the first global route: 2941
Synth area leader: dfrtp_1
Cell Type Count: 1
Fill cells: 2249
Flops after synth: 151
max-cap violations: 0
DP HPWL: 10600 µm
die x size: 171 µm
PortBufs: 303
H-tree depth: 4
Post-DRT Antenna Nets: 0
Min Clock Period, post-route: 1.125 ns
Core ar.: 0.02257 mm²
failing checks: negative hold slack, negative setup slack
number of enable flip-flop cells: 0
Fmax achieved: 0.8885 GHz
Setup Viol. Count Final: 151
Log Warnings: 29
Worst slew margin: 74.19%
leakage power: 0.003296 µW
ant diodes: 0
final-report hold violation count: 24
P&R area growth vs syn: 88.31%
Yosys Warn Count: 1
CP Capture Type: output port
slowest CP cell: dfrtp_1
1st-iter DRT viols: 132
final worst-path cycle share: 112.5%
total number of vias: 2528
Final WS setup: -0.1254 ns
VDD IR max: 0.8680 mV
placed inst area: 0.007259 mm²
most frequent cells after synthesis: dfrtp_1 (151)
vias per cell: 3.249
share of the synthesized area in the top cell type: 100.0%
IO Pins: 304
final instance area: 0.007116 mm²
top cell family by delay on the critical path: flip-flops
critical path type: reg -> out
Required @ worst endpoint: 0.80 ns
worst min path class: in -> async
Post-synth seq share: 100.0%
CP peak stage delay: 0.40 ns
Yosys top cell by instances: dfrtp_1
Synth Area per Inst: 25.02 µm²
ys cells: 151
Worst Path Buf+Inv: 1
## report_power, final
part           switching, µW  internal [µW]
clock                   2550           4020
sequential              65.8           6410
combinational            295            744
total                   2910          11200
## metal layers
metal	track usage, %	share of wire [%]
met3	5.764	16
met1	9.912	35
met5	0	0
met2	14.16	48
met4	1.172	1.4
## stage by stage
step           std cells  setup TNS (ns)  worst slack [ns]  hold slack [ns]  util [%]
3_3_place_gp         746         -0.1099          -0.05553           0.1372     32.16
5_1_grt              778          -18.78           -0.1772          -0.2979     31.52
3_5_place_dp         746        -0.07990          -0.04282           0.1396     32.16
6_report             778          -11.32           -0.1254          -0.3019     31.52
2_1_floorplan        151               0            0.4879         -0.09559         -
4_1_cts              778          -15.94           -0.1582          -0.3050     31.52
## repair_timing
action                                 4_1_cts  5_1_grt
endpoints found under the hold margin       24       24
buffers inserted                             0        0
setup endpoints to repair                  151      151
resized                                    492        0
cloned                                       0        0
## worst max path at each step
stage | depth (start not counted) | endpoint | startpoint
6_report | 1 | ReadData2_out[13] | ReadData2_out[13]
5_1_grt | 1 | ReadData2_out[13] | ReadData2_out[13]
4_1_cts | 1 | ReadData2_out[13] | ReadData2_out[13]
## state kept, by name, summed over array words and instances (netlist names)
register / count
ReadData1_sel_out: 1
wb_write_en_out: 1
wb_data_sel_out: 1
PCNext_out: 32
wb_addr2_out: 5
ReadData1_out: 32
ReadData2_sel_out: 1
ALU_control_out: 4
data_mem_en_out: 1
wb_addr1_out: 5
ReadData2_out: 32
wb_addr_sel_out: 1
PC_sel_out: 1
state_of_type_out: 2
im_out: 32
## cell usage in the layout, fill, tap and decap left out
master           netlist  routed
buf_2                  0     151
clkinv_2               0       2
clkbuf_8               0       1
buf_6                  0       1
inv_6                  0       3
clkdlybuf4s50_1        0     151
clkinv_4               0       4
dfrtp_1              151     151
clkinvlp_4             0       1
clkbuf_1               0       1
buf_4                  0       4
clkbuf_16              0      17
bufinv_16              0       3
buf_12                 0       3
## logic make-up after synthesis
logic type	after synthesis	share of synthesized area (%)
flops	151	100.0
## layout make-up
type / count / area [µm²] / area share, %
tap: 285 / 356.6 / 5.011
clock buffer: 19 / 442.9 / 6.225
timing repair buffer: 310 / 2369 / 33.29
sequential: 151 / 3779 / 53.10
clock inverter: 13 / 168.9 / 2.374
No activity file was given, so power comes from the tool's default toggle rates.
